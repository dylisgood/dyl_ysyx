==> ./design.v <==
module ysyx_22050854_multiplier_2(
    input clock,
    input reset,
    input mul_valid,  
    input mulw,       
    input [1:0]mul_signed,   
    input [63:0]multiplicand,  
    input [63:0]multiplier,    
    output mul_doing,
    output mul_ready,          
    output out_valid,          
    output [63:0]result_hi,
    output [63:0]result_lo
);
reg [63:0]multiplicand_temp; 
reg mul32ss_go;   
reg mul_ready_t;
always @(posedge clock)begin
    if(reset)begin
        mul32ss_go <= 1'b0;
        mul_ready_t <= 1'b1;
        multiplicand_temp <= 64'b0;
    end
    else if( mul_valid & mulw & (mul_signed == 2'b11) & mul_ready_t )begin  
        multiplicand_temp <= { {32{multiplicand[31]}} , multiplicand[31:0] };
        multiplier_temp_128[32:1] <= multiplier[31:0];       
        mul32ss_go <= 1'b1;
        mul_ready_t <= 1'b0;
    end
    else if( mul32ss_go & ( multiplier_temp_128 == 67'b0  | ( mul_count >= 7'd15 ) ) )begin   
        multiplicand_temp <= 64'b0;
        multiplier_temp_128 <= 67'b0;
        mul32ss_go <= 1'b0;
        mul_ready_t <= 1'b1;
    end
end
reg [6:0]mul_count;  
always @(posedge clock)begin
    if(reset)begin
        mul_count <= 7'd0;
    end
    else if( mul32ss_go & ( ( multiplier_temp_128 == 67'b0) | ( mul_count >= 7'd15 )) )
        mul_count <= 7'd0;
    else if( mul64_go & ( multiplier_temp_128 == 67'b0 | mul_count >= 7'd32) )
        mul_count <= 7'd0;
    else if( mul32ss_go | mul64_go )begin  
        mul_count <= mul_count + 7'b1;
    end
    else
        mul_count <= 7'd0;
end
wire [2:0]src;
wire y_add,y,y_sub;
wire sel_negative,sel_double_negative,sel_positive,sel_double_positive;
assign src = multiplier_temp_128[2:0];
assign {y_add,y,y_sub} = src;
assign sel_negative =  y_add & (y & ~y_sub | ~y & y_sub);
assign sel_positive = ~y_add & (y & ~y_sub | ~y & y_sub);
assign sel_double_negative =  y_add & ~y & ~y_sub;
assign sel_double_positive = ~y_add &  y &  y_sub;
wire [63:0]x;
assign x = multiplicand_temp;
reg [63:0]p;
always @(*)begin
    if(reset)
        p = 64'd0;
    else begin
        p[0] = ~( ~(sel_negative & ~x[0]) & ~(sel_double_negative & 1'b1) & ~(sel_positive & x[0] ) & ~(sel_double_positive & 1'b0) );
        for (int i = 1; i < 64; i = i + 1)begin
            p[i] = ~( ~(sel_negative & ~x[i]) & ~(sel_double_negative & ~x[i-1]) & ~(sel_positive & x[i] ) & ~(sel_double_positive & x[i-1]) );
        end
    end
end
wire [63:0]bufenji;
wire [63:0]c;
assign c = { 63'b0,(sel_negative | sel_double_negative) };
assign bufenji = p + c;
wire [131:0]x_64;
assign x_64 = multiplicand_temp_128;
reg [131:0]p64;
always @(*)begin
    if(reset)
        p64 = 132'b0;
    else begin
        p64[0] = ~( ~(sel_negative & ~x_64[0]) & ~(sel_double_negative & 1'b1) & ~(sel_positive & x_64[0] ) & ~(sel_double_positive & 1'b0) );
        for (int i = 1; i < 132; i = i + 1)begin
            p64[i] = ~( ~(sel_negative & ~x_64[i]) & ~(sel_double_negative & ~x_64[i-1]) & ~(sel_positive & x_64[i] ) & ~(sel_double_positive & x_64[i-1]) );
        end
    end
end
wire [131:0]bufenji_64;
wire [131:0]c_64;
assign c_64 = { 131'b0, (sel_negative | sel_double_negative) };
assign bufenji_64 = p64 + c_64;
reg [63:0]mul32_result_temp;  
always @(posedge clock)begin
    if(reset)begin
        mul32_result_temp <= 64'b0;
    end
    else if( mul32ss_go & ( multiplier_temp_128 != 67'b0 | ( mul_count < 7'd16 ) ) )begin   
        mul32_result_temp <= mul32_result_temp + bufenji;
        multiplicand_temp <= ( multiplicand_temp << 2 );  
        multiplier_temp_128 <= ( multiplier_temp_128 >> 2 );  
    end
    else if(mul32_over) begin
        mul32_result_temp <= 64'b0;
    end
end
reg mul32_over;
always @(posedge clock)begin
    if(reset)
        mul32_over <= 1'b0;
    else if( mul32ss_go & ( multiplier_temp_128 == 67'b0 | mul_count >= 7'd15) )
        mul32_over <= 1'b1;
    else
        mul32_over <= 1'b0;
end
reg [131:0]multiplicand_temp_128;  
reg [66:0]multiplier_temp_128;      
reg mul64_go;
always @(posedge clock)begin
    if(reset)begin
        multiplicand_temp_128 <= 132'b0;
        multiplier_temp_128 <= 67'b0;
        mul64_go <= 1'b0;
    end
    else if( mul_valid & (~mulw) &  mul_ready_t)begin     
        mul_ready_t <= 1'b0;
        mul64_go <= 1'b1;
        if( mul_signed[1] )  multiplicand_temp_128 <= { {68{multiplicand[63]}} , multiplicand }; 
        else multiplicand_temp_128 <= { 68'b0,multiplicand };
        if( mul_signed[0] )  multiplier_temp_128[66:0] <= {multiplier[63],multiplier[63],multiplier,1'b0};   
        else multiplier_temp_128[66:0] <= {2'b0,multiplier,1'b0};
    end
    else if( mul64_go & ( multiplier_temp_128 == 67'b0 | mul_count >= 7'd32) ) begin   
        mul64_go <= 1'b0;
        mul_ready_t <= 1'b1;
        multiplier_temp_128 <= 67'd0;
        multiplicand_temp_128 <= 132'd0;
    end
end
reg [131:0]mul64_result_temp;
always @(posedge clock)begin
    if(reset)
        mul64_result_temp <= 132'b0;
    else if( mul64_go & ( multiplier_temp_128 != 67'b0 |  mul_count < 7'd33 ) )begin   
        mul64_result_temp <= mul64_result_temp + bufenji_64;
        multiplicand_temp_128 <= ( multiplicand_temp_128 << 2 );  
        multiplier_temp_128 <= ( multiplier_temp_128 >> 2 );  
    end
    else if(mul64_over)
        mul64_result_temp <= 132'b0;
end
reg mul64_over;
always @(posedge clock)begin
    if(reset)
        mul64_over <= 1'b0;
    else if( mul64_go & ( multiplier_temp_128 == 67'b0 | mul_count >= 7'd32) )
        mul64_over <= 1'b1;
    else 
        mul64_over <= 1'b0;
end
assign mul_ready = mul_ready_t;
assign out_valid = mul32_over | mul64_over;   
assign result_lo = out_valid ? ( mul32_over ? { {32{mul32_result_temp[31]}},mul32_result_temp[31:0] } : mul64_result_temp[63:0] ): 64'd0;  
assign result_hi = mul64_over ? {mul64_result_temp[131],mul64_result_temp[126:64]} : 64'b0;   
assign mul_doing = mul32ss_go | mul64_go;
endmodule
==> ./run.sh <==
#!/bin/bash
# OpenROAD 26Q1-2900-gdf79404cd8, Yosys 0.63+post, stock flow scripts
make -C /OpenROAD-flow-scripts/flow DESIGN_CONFIG=/design/flow/config.mk WORK_HOME=/design/flow/orfs finish
==> ./config.mk <==
export PLATFORM = sky130hd
export DESIGN_NAME = ysyx_22050854_multiplier_2
export DESIGN_NICKNAME = ysyx_22050854_multiplier_2
export VERILOG_FILES = /design/flow/design.v
export SDC_FILE = /design/flow/constraint.sdc
export NUM_CORES = 4
export LEC_CHECK = 1
export CORE_AREA = 10 10 110 110
export DIE_AREA = 0 0 120 120
==> ./constraint.sdc <==
current_design ysyx_22050854_multiplier_2

set clk_period 1.3
set clk_io_pct 0.2

create_clock -name clk0 -period $clk_period [get_ports {clock}]

set non_clock_inputs [all_inputs -no_clocks]
set_input_delay [expr $clk_period * $clk_io_pct] -clock clk0 $non_clock_inputs
set_output_delay [expr $clk_period * $clk_io_pct] -clock clk0 [all_outputs]
==> notes.md <==
The following summarizes the physical implementation.

Synthesis
After synthesis, the cell types taking the most area are sky130_fd_sc_hd__buf_4 82%, sky130_fd_sc_hd__dfxtp_1 8.6%, sky130_fd_sc_hd__edfxtp_1 2.6%. The biggest area consumer among synthesized cells is sky130_fd_sc_hd__buf_4. After synthesis, the largest area contributor takes up 82.5% of total cell area. The post-synthesis cell count from yosys is 146. The chip area line in the Yosys stat output reads 1160 sq um. The number of distinct library cells after synthesis is 12. Counting the warning lines in the Yosys log gives 1. The flop and latch count out of synthesis is 6. Sequential elements use 11.2% of the synthesized area.

Run status
The tool reported: "ERROR: Found 1 problems in 'check -assert'". The halt point of the flow is synthesis (1_2_yosys). The flow did not finish.
==> cell usage after synthesis, drive strengths merged <==
master	instances
nor2b	2
o21bai	1
nand2b	1
buf	128
nand3b	1
conb	1
edfxtp	1
nand4	1
dfxtp	5
nor2	2
o32a	1
or2	2
==> cells by family after synthesis <==
kind of cell           synth area share (%)
AOI/OAI and AO/OA                      1.50
buffers and inverters                  82.5
DFF                                    11.2
other                                 0.322
and+or+nand+nor                        4.51
