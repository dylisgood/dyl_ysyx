==> flow/config.mk <==
export PLATFORM = sky130hd
export DESIGN_NAME = ysyx_22050854_CSRegister
export DESIGN_NICKNAME = ysyx_22050854_CSRegister
export VERILOG_FILES = /design/flow/design.v
export SDC_FILE = /design/flow/constraint.sdc
export NUM_CORES = 4
export LEC_CHECK = 1
export CORE_UTILIZATION = 30
==> flow/design.v <==
module ysyx_22050854_CSRegister  (
  input clock,
  input reset,
  input [63:0] wdata1,
  input [63:0] wdata2,
  input [11:0] waddr1,
  input [11:0] waddr2,
  input mret,
  input ecall,
  input wen,
  input wen2,
  input ren,
  input [11:0] raddr,
  input mtime_bigger_mtimecmp,
  output [63:0] rdata,
  output timer_interrupt,
  input handle_timer_intr
);
  reg [63:0] csrf [9:0];  
  reg [3:0]csr_addr1;
  reg [3:0]csr_addr2;
  reg [3:0]csr_raddr;
  always @(*)begin
    if(reset)
      csr_addr1 = 4'd10;
    else begin
      case(waddr1)
        12'h305: csr_addr1 = 4'd0;   
        12'h341: csr_addr1 = 4'd1;   
        12'h300: csr_addr1 = 4'd2;   
        12'h342: csr_addr1 = 4'd3;   
        12'h304: csr_addr1 = 4'd4;   
        12'h344: csr_addr1 = 4'd5;   
        12'hf14: csr_addr1 = 4'd6;   
        12'h340: csr_addr1 = 4'd7;  
        default: csr_addr1 = 4'd10;
      endcase
    end
  end
  always @(*)begin
    if(reset)
      csr_addr2 = 4'd10;
    else begin
      case(waddr2)
        12'h305: csr_addr2 = 4'd0;   
        12'h341: csr_addr2 = 4'd1;   
        12'h300: csr_addr2 = 4'd2;   
        12'h342: csr_addr2 = 4'd3;   
        12'h304: csr_addr2 = 4'd4;   
        12'h344: csr_addr2 = 4'd5;   
        12'hf14: csr_addr2 = 4'd6;   
        12'h340: csr_addr2 = 4'd7;  
        default: csr_addr2 = 4'd10;
      endcase
    end
  end
  always @(*)begin
    if(reset)
      csr_raddr = 4'd10;
    else begin
      case(raddr)
        12'h305: csr_raddr = 4'd0;   
        12'h341: csr_raddr = 4'd1;   
        12'h300: csr_raddr = 4'd2;   
        12'h342: csr_raddr = 4'd3;   
        12'h304: csr_raddr = 4'd4;   
        12'h344: csr_raddr = 4'd5;   
        12'hf14: csr_raddr = 4'd6;   
        12'h340: csr_raddr = 4'd7;  
        default: csr_raddr = 4'd10;
      endcase
    end
  end
  assign rdata = ren ? csrf[csr_raddr] : 64'd0;   
  always @(posedge clock) begin        
    if(reset)
        csrf[6] <= 64'b0;   
    else if( wen && ( csr_addr1 == 4'd6) )
        csrf[6] <= 64'b0;            
    else if( wen && ( csr_addr1 != 4'd6) )
        csrf[csr_addr1] <= wdata1;
  end
  always @(posedge clock) begin        
    if(reset)
        csrf[6] <= 64'b0;   
    else if( wen2 && ( csr_addr2 == 4'd6) )
        csrf[6] <= 64'b0;            
    else if( wen2 && ( csr_addr2 != 4'd6) )
        csrf[csr_addr2] <= wdata2;
  end
  always @(posedge clock) begin
    if(reset)begin
      csrf[5] <= 64'd0;
    end
    else if( handle_timer_intr )  
      csrf[5][7] <= 1'b0;
    else if( ( csrf[2][3] & csrf[4][7] ) & mtime_bigger_mtimecmp )begin
      csrf[5][7] <= 1'b1;          
    end
  end
  assign timer_interrupt = csrf[5][7];
  always @(posedge clock ) begin
    if(reset)
      csrf[2][7] <= 1'b1;
    else if(( csrf[2][3] & csrf[4][7] ) & mtime_bigger_mtimecmp ) begin   
      csrf[2][7] <= csrf[2][3];
      csrf[2][3] <= 1'b0;
    end
    else if( ecall ) begin      
      csrf[2][7] <= csrf[2][3];
      csrf[2][3] <= 1'b0;
    end
    else if( mret )begin     
      csrf[2][7] <= 1'b1;
      csrf[2][3] <= csrf[2][7];
    end
  end
endmodule
==> flow/run.sh <==
#!/bin/bash
# OpenROAD 26Q1-2900-gdf79404cd8, Yosys 0.63+post, stock flow scripts
make -C /OpenROAD-flow-scripts/flow DESIGN_CONFIG=/design/flow/config.mk WORK_HOME=/design/flow/orfs finish
==> flow/constraint.sdc <==
current_design ysyx_22050854_CSRegister

set clk_period 25.3
set clk_io_pct 0.2

create_clock -name clk0 -period $clk_period [get_ports {clock}]

set non_clock_inputs [all_inputs -no_clocks]
set_input_delay [expr $clk_period * $clk_io_pct] -clock clk0 $non_clock_inputs
set_output_delay [expr $clk_period * $clk_io_pct] -clock clk0 [all_outputs]
==> notes.md <==
run metrics: crit path launch type=primary input, Synth Area in Compound Gates=roughly 7.6%, Crit Path Class=in2out, largest net degree at the start of global routing=~75, Max-Cap Viols=0, post-synthesis register bit count=roughly 580, met3 WL post-DR=around 12000 microns, critical path's top delay family=buffers and inverters, cell taking the most area after synthesis=edfxtp_1, Synth Area per Inst=between 10 and 15 sq um, Hold Crit Depth=4, core region area=between 0.09 and 0.1 sq mm, number of global-route vias before repair=between 15000 and 20000, chip area=just under 0.1 sq mm, Finish-stage setup viols=0, I/O Pins=238, hold endpoint=csrf[2][3], hold violation count in the final report=0, post-synthesis cell type count=around 65, area delta synth->final=20.9%, Port Buffers=237, Late-Pin Clk Latency=0.61 ns, max-slew violations=0, Largest register FFs=around 580, CTS tree=yes, WL met1=approximately 33000 microns, Leak Pwr=about 0.012 uW, router iterations before antenna repair=4, number of synthesized flops with an enable pin=576, reg-to-reg endpoint=csrf[2][7], crit path time final=roughly 15 ns, top sig layer=met5, Root Driver=clkbuf_16, synthesized cell area=0.0292 sq mm, MUX share of area=about a quarter, wire per inst=between 20 and 25 microns, hold_buf cts=0, Global Route Usage Sum=around a fifth, Detail Placement HPWL=51000 microns, top cells by area=edfxtp_1 (59%), mux2_2 (12%), mux2i_1 (11%), nand2_1 (3.1%), o21a_1 (1.6%), RSZ-0062 raised after global routing=no, Commonest cells post-synth=edfxtp_1 (576), mux2i_1 (322), mux2_2 (319), nand2_1 (243), clkbuf_1 (120), CTS buffer count=67, Log Warnings=25, CTS max path bufs=3, Worst-Margin Slew=0.820 ns, first-pass GRT wire length=~130000 microns, setup bufs post-CTS=0, MI comb area=approximately 0.012 sq mm, total clock sinks=roughly 580, Reg area=between 0.015 and 0.02 sq mm, CP cell instances=clkdlybuf4s50_1 > or3_1 > or4_4 > nor2_4 > buf_4 > buf_4 > mux2i_1 > a221oi_1 > o21a_1 > clkdlybuf4s50_1, Routed Antenna Nets=0, routed wl met2=43600 microns, GR Overflow Total=0, htree depth=3, yosys warns=1, Power per Cell Area=around 60 mW/mm^2, Post-synth ARST share=0%, DRC viols=0, detailed-route via count=approximately 19000, worst hold path class=reg2reg, WP data required=between 20 and 25 ns, Synth Area in Simple Gates=under 10%, Via density=approximately 5.1, Synth Flop Type=edfxtp_1, achievable frequency=roughly 0.067 GHz, Slowest Stage Delay on Critical Path=0.71 ns, adder-cell area share of the yosys netlist=less than 1%, hold slack=about 0.88 ns, largest registers=csrf (576), reg-to-reg slack, setup=~24 ns, fill count=between 8000 and 9000, Crit-path slowest cell=buf_4, Worst-path clk slew=roughly 0.060 ns, Top logic family=multiplexers, Final TNS setup=0 ns, Placer Congestion=just over 0.8, yosys stat chip area=0.0292 sq mm, FP Rows=113, Floorplan Utilization=a little under a third, Die H=about 310 microns, Setup Skew=0.00906 ns, post-cts sizing count=0, yosys cell count=between 2000 and 2500, DRT Wirelength=90200 microns, WP data arrival=between 9 and 10 ns, most frequent cell after synthesis=edfxtp_1, Top cell area share=59.3%, WP buf/inv=4, maximum vdd ir drop=54.7 uV, die width=314 microns, cell depth of the worst flop-to-flop path=3, initial antenna violation count=14, synthesized instance count=roughly 2100, HP Start=csrf[2][7], ratio of cells with drive above 1 in the final layout=a little over a fifth, worst-path maximum fanout=31, Starting DRT DRC Count=965, Tcrit/Tclk final=between 50% and 60%, worst rel slew slack=45.3%, crit end category=primary output, reg2reg start=csrf[2][3], Largest Register=csrf, yosys xor share=less than 1%, register area share after synthesis=between 50% and 60%, status=complete, no violations
how the worst max path moves through the flow:
stage / from / end / slack (ns) / cells after the start
global route: raddr[4] / rdata[1] / 10.26 / 10
CTS: raddr[4] / rdata[1] / 10.49 / 10
finish: raddr[4] / rdata[0] / 10.38 / 10
report_power, final:
part           leakage (uW)  internal, uW  switching, uW
logic               0.00538          70.3           63.1
clock network       0.00101           529            398
registers           0.00518          1070           5.02
metal layers:
metal  global-route usage (%)  vias up
li1                         -     8553
met1                     22.9     9032
met2                     30.5     1011
met3                     11.0      142
met4                     4.07       22
met5                     1.31        -
layout make-up:
type,instances,share of cell area (%)
flip-flops and latches,576,49.1
multi-input cells,1455,32.7
repair buffers,284,7.75
clock buffers,83,4.99
well taps,1265,4.49
clock inverters,35,0.926
inverters,6,0.0639
diodes,4,0.0284
worst reg2reg max path: stages, from the launching register on:
cell,delay (ns)
edfxtp_1,0.48
nand3_1,0.19
nand2b_1,0.12
or4_1,0.49
cell usage in the layout, fill, tap and decap left out, drive strengths merged, types with 6 or more instances in the layout:
master         Yosys  routed
a221oi            61      61
a32o              12      12
and3               8       8
buf               92      48
clkbuf           120      83
clkdlybuf4s50      0     236
clkinv             0      29
conb               1     128
edfxtp           576     576
inv                6       8
mux2             319     319
mux2i            322     322
nand2            243     243
nand3             61      61
nor2              14      14
nor3               9       9
o21a              63      63
o21ai            130     130
or4                6       6
through the flow:
stage               cells  total power (uW)  setup slack, ns  area, sq um  util (%)
floorplan            2249              1150            13.35        29600         -
global placement     3586              1230            10.45        33200      34.7
detailed placement   3586              1230            10.51        33200      34.7
CTS                  3704              2160            10.49        35200      36.9
global route         3705              2210            10.26        35200      36.9
finish               3708              2140            10.38        35300      36.9
cell families after synthesis:
kind of cell	Yosys count
multiplexers	641
other	1
buffers and inverters	218
AND-OR/OR-AND	298
AND/OR/NAND/NOR	383
adder cells (fa/ha/maj)	2
XOR/XNOR	3
flip-flops	576
Power figures rest on the tool's default switching activity, not on a simulated workload.
