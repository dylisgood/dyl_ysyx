`/design/flow/config.mk`:
```
export PLATFORM = sky130hd
export DESIGN_NAME = ysyx_22050854_genPartji64
export DESIGN_NICKNAME = ysyx_22050854_genPartji64
export VERILOG_FILES = /design/flow/design.v
export SDC_FILE = /design/flow/constraint.sdc
export NUM_CORES = 4
export LEC_CHECK = 1
export CORE_AREA = 10 10 184 184
export DIE_AREA = 0 0 194 194
```
`/design/flow/constraint.sdc`:
```
current_design ysyx_22050854_genPartji64

set clk_period 14.3
set clk_io_pct 0.2

create_clock -name clk0 -period $clk_period

set non_clock_inputs [all_inputs -no_clocks]
set_input_delay [expr $clk_period * $clk_io_pct] -clock clk0 $non_clock_inputs
set_output_delay [expr $clk_period * $clk_io_pct] -clock clk0 [all_outputs]
```
`/design/flow/design.v`:
```
module ysyx_22050854_genBooth (
    input [2:0]src,
    output sel_negative,sel_double_negative,sel_positive,sel_double_positive
);
wire y_add,y,y_sub;
assign {y_add,y,y_sub} = src;
assign sel_negative =  y_add & (y & ~y_sub | ~y & y_sub);
assign sel_positive = ~y_add & (y & ~y_sub | ~y & y_sub);
assign sel_double_negative =  y_add & ~y & ~y_sub;
assign sel_double_positive = ~y_add &  y &  y_sub;
endmodule
module ysyx_22050854_genBufenji_64 (
    input [131:0]x,
    input sel_positive,
    input sel_double_positive,
    input sel_negative,
    input sel_double_negative,
    output [131:0]bufenji,
    output c
);
reg [131:0]p;
always @(*)begin
    p[0] = ~( ~(sel_negative & ~x[0]) & ~(sel_double_negative & 1'b1) & ~(sel_positive & x[0] ) & ~(sel_double_positive & 1'b0) );
    for (int i = 1; i < 132; i = i + 1)begin
        p[i] = ~( ~(sel_negative & ~x[i]) & ~(sel_double_negative & ~x[i-1]) & ~(sel_positive & x[i] ) & ~(sel_double_positive & x[i-1]) );
    end
end
assign c = (sel_negative | sel_double_negative);
assign bufenji = p;
endmodule
module ysyx_22050854_genPartji64(
    input [2:0]src,
    input [131:0]x,
    output [131:0]p,
    output c
);
wire sel_negative,sel_double_negative,sel_positive,sel_double_positive;
ysyx_22050854_genBooth booth_gen1 (
    .src(src),
    .sel_negative(sel_negative),
    .sel_double_negative(sel_double_negative),
    .sel_positive(sel_positive),
    .sel_double_positive(sel_double_positive)
);
ysyx_22050854_genBufenji_64 Bufenji64_gen0 (
    .x(x),
    .sel_negative(sel_negative),
    .sel_double_negative(sel_double_negative),
    .sel_positive(sel_positive),
    .sel_double_positive(sel_double_positive),    
    .bufenji(p),
    .c(c)
);
endmodule
```
`/design/flow/run.sh`:
```
#!/bin/bash
# OpenROAD 26Q1-2900-gdf79404cd8, Yosys 0.63+post, stock flow scripts
make -C /OpenROAD-flow-scripts/flow DESIGN_CONFIG=/design/flow/config.mk WORK_HOME=/design/flow/orfs finish
```
==> run notes <==
Latest figures from synthesis and place and route.

The number of setup buffers added after CTS is 0. The arrival time at the worst endpoint is 5.84 ns. The number of standard cells after synthesis is 490. The sequential share of the synthesized area is 0%. The upper clock frequency limit is 114.9 MHz.

The stage logs contain a warning count of 34. The headroom to the max-slew limit is 40.93%. Of the available clock period, the critical path in the final layout requires 60.85%. The number of global-route vias before repair is 4920.

Per the detail_route report, the via count comes to 5043. After clock tree synthesis, the repair step resized 0 gates. Summed over all routing layers, the global router reports a total usage of between 9 and 10%.

The final antenna diode count is 0. The final antenna-violating net count is 0. For this run, the detailed router reports a per-instance via density of 4.709. The floorplan step defined a core boundary enclosing 29800 µm². For the pin with the worst max-slew slack, the measured transition is roughly 0.88 ns. The number of cells reported by Yosys stat comes to 490. Endpoints with negative setup slack in the final report add up to 0.

Sorting the synthesized cells by area gives the leading types as sky130_fd_sc_hd__o221ai_2, sky130_fd_sc_hd__xnor2_1, sky130_fd_sc_hd__nand4b_1, sky130_fd_sc_hd__o221ai_1, sky130_fd_sc_hd__clkbuf_1. The yosys synthesis warning count is 1. Compared with the post-synthesis result, the final layout area differs by 62.28%.

Before any placement, the netlist area is recorded as around 4500 µm². The count of input and output buffers is 268. The final setup TNS is 0 ns. The required time at the worst endpoint is listed as 11.44 ns. Total power normalized to cell area comes to 39.88 nW/µm². The tally of unique sky130hd cells used after synthesis is 16. The area of the chip is 37640 µm².

The number of iterations in the first detailed-routing pass is 5. The average wire per cell in the routed design is 18.62 µm. The number of standard-cell rows in the floorplan is 63. The area used by sequential logic in the layout is 0 µm². The critical path maximum fanout is 58. The critical path class is in2out. Averaged over all synthesized cells, the footprint is 9.233 µm². The width of the die is 194 µm. Entering global routing, the biggest net connects ~130 pins.

For reference, the final report shows the hold violation count at 0. The cell leakage power is 1.897 nW. In this run, the number of DRC markers left after iteration 0 of detailed routing was 211. The number of clock buffer instances in the layout is 0. The run finished with clean final reports. The number of flip-flops and latches is 0.

STA classifies the critical path endpoint as an output pin. STA classifies the critical path startpoint as an input pin. The final weighted congestion in routability-driven placement is 0.8110. The share of Yosys cell area claimed by the top area cell type is 29.87%. The worst path in the final design needs a cycle of 8.701 ns, including I/O delays and setup. On the final layout, the worst hold slack is around 6.5 ns. The number of filler cells placed in the layout is about 3200.

Summed over all nets, the half-perimeter wirelength after detailed placement is approximately 15000 µm. The final timing report lists a max-slew violation count of 0. Setup repair after global routing left no endpoint under its margin.

Sorting the Yosys area breakdown by cell type puts at the top sky130_fd_sc_hd__o221ai_2. The area recorded from the Yosys report for this design is 4524 µm². The hold-fix buffer count after cts is 0. The die is 194 µm tall. The initial antenna violation count is 0. The wire length after detailed routing is 19940 µm. The count of maximum capacitance violations is 0. The share of the core area taken by cells at floorplan is 15.18%.

The first global-routing pass estimated 31120 µm of wire. The residual overflow from global routing is 0. The layout cell share with drive strength beyond 1 is 15.71%. Pin placement for this block handled 268 I/O pins. For this run, design rule violations remaining after detail routing come to 0. The worst voltage drop across the vdd grid is 0.01478 mV. The type recorded for the worst min-delay path is in2out.
[worst max-delay path: stages]
cell	delay (ns)
sky130_fd_sc_hd__buf_4	0.17
sky130_fd_sc_hd__buf_4	0.53
sky130_fd_sc_hd__or3b_4	0.54
sky130_fd_sc_hd__buf_4	0.50
sky130_fd_sc_hd__buf_4	0.49
sky130_fd_sc_hd__o221ai_1	0.17
sky130_fd_sc_hd__clkdlybuf4s50_1	0.49
[per-layer routing]
layer | track usage, % | share of wire [%] | up-vias | wire length [µm]
met4 | 0 | 0 | 0 | 0
met2 | 15.83 | 47 | 189 | 9304
li1 | - | - | 2465 | -
met3 | 2.845 | 8.1 | 0 | 1625
met1 | 13.66 | 45 | 2389 | 9013
met5 | 0 | 0 | - | 0
[stage by stage]
step | utilization [%] | cell area (µm²) | total power [mW] | instances | worst slack [ns]
6_report | 24.64 | 7342 | 0.2928 | 1071 | 5.599
5_1_grt | 24.64 | 7342 | 0.3185 | 1071 | 5.405
4_1_cts | 24.64 | 7342 | 0.2984 | 1071 | 5.589
3_5_place_dp | 24.64 | 7342 | 0.2965 | 1071 | 5.594
3_3_place_gp | 24.64 | 7342 | 0.2973 | 1071 | 5.602
2_1_floorplan | - | 4524 | 0.1283 | 490 | 7.527
[cell usage after synthesis, drive strengths merged]
master	count
clkbuf	49
xnor2	132
a21o	1
inv	1
a21oi	1
or3b	1
o21ai	1
a221oi	1
buf	40
o221ai	131
nand4b	131
and3	1
[power by group]
part	total, mW	internal, mW	leakage [nW]	switching, mW
combinational	0.293	0.176	1.90	0.116
sequential	0	0	0	0
clock	0	0	0	0
[layout make-up]
type	instances	area, µm²	share of cell area [%]
Timing Repair Buffer	280	2785	37.93
Inverter	1	3.754	0.05112
Tap cell	390	488.0	6.646
Multi-Input combinational cell	400	4065	55.37
[worst paths after layout]
| kind | startpoint | slack [ns] | depth (start not counted) | to |
|---|---|---|---|---|
| setup / recovery | src[1] | 5.60 | 7 | p[111] |
| hold / removal | src[1] | 6.52 | 4 | p[86] |
[cells by family after synthesis]
| logic type | synth area share [%] |
|---|---|
| buffers and inverters | 10.37 |
| AOI/OAI and AO/OA | 38.38 |
| xor gates and xnor gates | 25.55 |
| and+or+nand+nor | 25.69 |
[cells in the final DEF, fill, tap and decap left out]
cell / n
sky130_fd_sc_hd__o221ai_2: 90
sky130_fd_sc_hd__clkdlybuf4s50_1: 265
sky130_fd_sc_hd__a221oi_1: 1
sky130_fd_sc_hd__a21o_1: 1
sky130_fd_sc_hd__nand4b_1: 131
sky130_fd_sc_hd__buf_12: 1
sky130_fd_sc_hd__o21ai_0: 1
sky130_fd_sc_hd__and3_1: 1
sky130_fd_sc_hd__inv_1: 1
sky130_fd_sc_hd__xnor2_1: 131
sky130_fd_sc_hd__xnor2_2: 1
sky130_fd_sc_hd__or3b_4: 1
sky130_fd_sc_hd__o221ai_1: 41
sky130_fd_sc_hd__a21oi_1: 1
sky130_fd_sc_hd__buf_4: 13
sky130_fd_sc_hd__buf_8: 1
Power and IR drop assume default switching activity.
