$ cat flow/constraint.sdc
current_design ysyx_22050854_S011HD1P_X32Y2D128_BW

set clk_period 175.3
set clk_io_pct 0.2

create_clock -name clk0 -period $clk_period [get_ports {CLK}]

set non_clock_inputs [all_inputs -no_clocks]
set_input_delay [expr $clk_period * $clk_io_pct] -clock clk0 $non_clock_inputs
set_output_delay [expr $clk_period * $clk_io_pct] -clock clk0 [all_outputs]
$ cat flow/design.v
module ysyx_22050854_S011HD1P_X32Y2D128_BW(
    Q, CLK, CEN, WEN, BWEN, A, D
);
parameter Bits = 128;
parameter Word_Depth = 64;
parameter Add_Width = 6;
parameter Wen_Width = 128;
output reg [Bits-1:0] Q;
input                 CLK;
input                 CEN;
input                 WEN;
input [Wen_Width-1:0] BWEN;
input [Add_Width-1:0] A;
input [Bits-1:0]      D;
wire cen  = ~CEN;
wire wen  = ~WEN;
wire [Wen_Width-1:0] bwen = ~BWEN;
reg [Bits-1:0] ram [0:Word_Depth-1];
always @(posedge CLK) begin
    if(cen && wen) begin
        ram[A] <= (D & bwen) | (ram[A] & ~bwen);
    end
    Q <= cen && !wen ? ram[A] : {4{$random}};
end
endmodule
$ cat flow/run.sh
#!/bin/bash
# OpenROAD 26Q1-2900-gdf79404cd8, Yosys 0.63+post, stock flow scripts
make -C /OpenROAD-flow-scripts/flow DESIGN_CONFIG=/design/flow/config.mk WORK_HOME=/design/flow/orfs finish
$ cat flow/config.mk
export PLATFORM = sky130hd
export DESIGN_NAME = ysyx_22050854_S011HD1P_X32Y2D128_BW
export DESIGN_NICKNAME = ysyx_22050854_S011HD1P_X32Y2D128_BW
export VERILOG_FILES = /design/flow/design.v
export SDC_FILE = /design/flow/constraint.sdc
export NUM_CORES = 4
export LEC_CHECK = 1
export CORE_UTILIZATION = 50
export SYNTH_MEMORY_MAX_BITS = 65536
==> flow_summary.ini <==
; generated from flow reports
[hold_path]
whs_endpoint = Q[87]$_SDFF_PN0_
min_from = ram[26][87]$_DFFE_PP_
hp-class = reg2reg
hold-path-cell-count = 4

[routing]
drtIter0Drc = 14340
avgRoutedWirePerCell_um = 35.64
via_count = 189300
wirelength_um = 1035000
drcViolationCount = 0
drt.antenna.violating_nets = 0
via_per_inst = 6.519
drt-pass1-iter-count = 5

[clock_tree]
cts_max_level = 6
clock_latency_ns = 1.16
clockBufferDepth = 4
cts_root_buffer = clkbuf_16
cts_setup_buffers = 0
cts_tree = built
tritoncts.num_buffers = 835
clk_pin_slew_worst_paths_ns = 0.06
postCtsResizedCells = 0
cts.sinks = 8320
hold_buffers = 0

[yosys]
synth_top_area_share = 0.7621
area_leaders = edfxtp_1 76%, a22oi_1 2.9%, mux2i_1 2.6%
syn_area_um2 = 322800
ys_area_um2 = 322800
ys.flops = 8320
syn_avg_cell_area_um2 = 17.01
yosys_cells = 18970
yosysUniqueCellTypes = 72
async_flop_share = 0
yosysWarnings = 3
flop_cell = edfxtp_1
synth_seq_share = 0.7701
yosys.area.top_type = edfxtp_1
syn_inst = 18970
edf_count = 8192

[placement]
dpl.hpwl_um = 591100
place_area_um2 = 341500
place_ws_ns = 133.79
io_buffer_count = 392
gp_congestion = 0.8939

[layout]
lay_top_count = edfxtp_1
post-route-util = 0.5735
drive_above_1_share = 0.1668
comb_area_um2 = 70370
flop_area_um2 = 248600
fill_cells = 47320
most-common-layout-cells = 8,192 x edfxtp_1, 1,232 x a22oi_1, 956 x buf_4
area_delta_synth_final_pct = 14.05
finalInstanceArea_um2 = 368100

[final_timing]
slew-limit-headroom = 0.1905
max_freq_mhz = 24.73
layout_min_cycle_time_ns = 40.43
setup_viol = 0
fin_skew_ns = 0.06501
finalClockPeriodUsage = 0.2307
hold_violations = 0
rsz0062_at_grt = no
tightest_slew_ns = 1.203
maxSlewViolCount = 0
layout_setup_ws_ns = 134.87
fin_tns_setup_ns = 0

[setup_path]
crit_top_cell = buf_4
crit_arrival_ns = 41.28
r2r_end = ram[56][79]$_DFFE_PP_
cp_slowest_cell = buf_4
cp_max_fo = 117
crit_chain = buf_16 -> buf_4 -> buf_4 -> buf_12 -> buf_12 -> buf_4 -> buf_4 -> or3b_2 -> a21oi_1 -> a2111oi_0 -> nand4_1 -> nor4b_2 -> a21oi_4 -> buf_4
critPathLaunchType = input port
crit_type = in2reg
reg2reg_from = ram[28][79]$_DFFE_PP_
cp_data_required_time_ns = 176.15
rrSetupSlack_ns = 171.80
worst-r2r-cell-count = 7
crit_path_end_kind = flop
slowest_delay_ns = 0.69

[grt]
antenna_found_initial = 42
grt_pass1_vias = 195800
grt_use_total = 0.3543
grt_pass1_wl_um = 1448000
grt.overflow.total = 0
grt_start_max_net_pins = 150

[floorplan]
io_pins = 393
die_h_um = 805.5
die_w_um = 805.5
die-area_um2 = 648800
fp_util = 0.5028
rows = 294
coreArea_um2 = 641900

[power_and_ir_drop]
ir_drop_mv = 0.01134
leakage_nw = 115.9
powerDensity_nw_per_um2 = 11.51

[outcome]
outcome = finished clean

[run]
drv_cap = 0
warnings = 46
[layer usage]
metal / global-route usage / routed length, µm / vias up
li1: - / - / 79220
met1: 0.4371 / 318900 / 93010
met2: 0.4813 / 459300 / 14210
met3: 0.2857 / 198300 / 2671
met4: 0.1353 / 54340 / 143
met5: 0.04275 / 3812 / -
[how the worst max path moves through the flow]
stage	startpoint	to	cells past startpoint
final	A[2]	ram[56][39]$_DFFE_PP_	14
after global routing	A[2]	ram[62][39]$_DFFE_PP_	14
after CTS	A[2]	ram[10][33]$_DFFE_PP_	14
[stage by stage]
| step | hold WS, ns | cells | power [mW] |
|---|---|---|---|
| after detailed placement | 0.7259 | 27450 | 2.539 |
| final | 0.7207 | 29030 | 4.239 |
| after global placement | 0.7206 | 27450 | 2.536 |
| after CTS | 0.7302 | 28990 | 4.254 |
| after floorplan | 0.5731 | 18970 | 2.424 |
| after global routing | 0.7707 | 29010 | 4.348 |
[kinds of logic after synthesis]
kind of cell	after synthesis	share of synthesized area
compound gates	4509	0.09874
buf+inv	1493	0.01917
flops	8320	0.7701
mux	1382	0.04914
simple gates	3267	0.06289
[state kept, by name, summed over array words and instances (netlist names)]
| signal | cells |
|---|---|
| ram | 8192 |
| Q | 128 |
[synthesized netlist by cell type, types with 8 or more instances]
library cell  instances
nor2_1              441
nor4_1              134
a222oi_1             59
and4b_1              56
or3_1                17
dfxtp_1             128
mux2_2              405
o21ai_0             347
or3b_2              390
and3_1              223
buf_2               317
nand2b_1            221
nand3_1             455
o2bb2ai_1           117
nand3b_1            423
or4_1                12
nand2_1             410
a221o_1             115
a31o_2               56
a21oi_1             787
buf_6                11
a31oi_1               8
o211ai_1            168
a22oi_1            1232
or4b_2                9
nand4_1              65
a22o_1              302
a2111oi_0           185
o22ai_1             668
a211oi_1            115
clkbuf_1            971
o22a_1               16
a221oi_1            234
nor3b_1             221
edfxtp_1           8192
nor4b_2              56
mux4_2              121
nor3_1               81
nand4bb_1             9
buf_1               159
buf_4                28
mux2i_1             854
a21o_1               11
o2111ai_1            62
[where the power goes]
group | internal, mW | total (mW) | leakage [nW] | switching, mW
Combinational | 0.0707 | 0.262 | 28.3 | 0.191
Clock | 0.984 | 1.74 | 12.9 | 0.754
Sequential | 2.24 | 2.24 | 74.6 | 0.00169
Total | 3.29 | 4.24 | 116 | 0.947
[critical path: cells and delay by family]
family,cells,cell delay [ns]
AND-OR/OR-AND,3,0.93
buffers and inverters,8,3.82
AND/OR/NAND/NOR,3,1.01
[cell type report]
| class | instances | share of cell area |
|---|---|---|
| Sequential cell | 8320 | 0.6752 |
| Multi-Input combinational cell | 9158 | 0.1911 |
| Clock buffer | 1121 | 0.06120 |
| Timing Repair Buffer | 1380 | 0.03196 |
| Tap cell | 8584 | 0.02918 |
| Clock inverter | 421 | 0.01091 |
| Antenna cell | 39 | 0.0002651 |
| Inverter | 7 | 0.0001258 |
No activity file was given, so power comes from the tool's default toggle rates.
