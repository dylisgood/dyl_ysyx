`flow/constraint.sdc`:
```
current_design ysyx_22050854_Icache

set clk_period 40.9
set clk_io_pct 0.2

create_clock -name clk0 -period $clk_period [get_ports {clock}]

set non_clock_inputs [all_inputs -no_clocks]
set_input_delay [expr $clk_period * $clk_io_pct] -clock clk0 $non_clock_inputs
set_output_delay [expr $clk_period * $clk_io_pct] -clock clk0 [all_outputs]
```
`flow/run.sh`:
```
#!/bin/bash
# OpenROAD 26Q1-2900-gdf79404cd8, Yosys 0.63+post, stock flow scripts
make -C /OpenROAD-flow-scripts/flow DESIGN_CONFIG=/design/flow/config.mk WORK_HOME=/design/flow/orfs finish
```
`flow/design.v`:
```
module ysyx_22050854_Icache (clock,reset,
    valid,op,index,tag,offset,addr_ok,data_ok,rdata,unshoot,
    rd_req,rd_addr,rd_rdy,ret_valid,ret_last,ret_data,
    sram0_addr,sram0_cen,sram0_wen,sram0_wmask,sram0_wdata,sram0_rdata,
    sram1_addr,sram1_cen,sram1_wen,sram1_wmask,sram1_wdata,sram1_rdata,
    sram2_addr,sram2_cen,sram2_wen,sram2_wmask,sram2_wdata,sram2_rdata,
    sram3_addr,sram3_cen,sram3_wen,sram3_wmask,sram3_wdata,sram3_rdata
);
parameter Offset_Bits = 4;  
parameter Index_Bits = 7;   
parameter Tag_Bits = 21;
input clock;
input reset;
input valid;     
input op;        
input [Index_Bits - 1 : 0 ]index;     
input [Tag_Bits - 1 : 0 ]tag; 
input [Offset_Bits - 1:0]offset;        
output addr_ok;        
output data_ok;        
output [63:0]rdata;     
output reg unshoot;
output reg rd_req;         
output reg [31:0]rd_addr;        
input rd_rdy;        
input ret_valid;       
input ret_last;      
input [63:0]ret_data;      
output [5:0]sram0_addr;
output sram0_cen;
output sram0_wen;
output [127:0]sram0_wmask;
output [127:0]sram0_wdata;
input [127:0]sram0_rdata;
output [5:0]sram1_addr;
output sram1_cen;
output sram1_wen;
output [127:0]sram1_wmask;
output [127:0]sram1_wdata;
input [127:0]sram1_rdata;
output [5:0]sram2_addr;
output sram2_cen;
output sram2_wen;
output [127:0]sram2_wmask;
output [127:0]sram2_wdata;
input [127:0]sram2_rdata;
output [5:0]sram3_addr;
output sram3_cen;
output sram3_wen;
output [127:0]sram3_wmask;
output [127:0]sram3_wdata;
input [127:0]sram3_rdata;
parameter IDLE = 4'b0001,LOOKUP = 4'b0010, MISS = 4'b0100, REPLACE = 4'b1000;
reg [3:0]state;
reg [Index_Bits - 1 : 0]RB_index;
reg [Tag_Bits - 1 : 0]RB_tag;
reg RB_offset;
reg HIT_index;
reg HIT_offset;
reg [127:0] Bus_retdata;
reg [21:0] Way0_TagV [127:0];
reg [21:0] Way1_TagV [127:0];
initial 
begin
    for (int i = 0; i < 128; i = i + 1)begin
        Way0_TagV[i] = 0;
        Way1_TagV[i] = 0;
    end
end
reg ram1_CEN;
reg ram1_WEN;
reg [127:0]ram1_bwen;
reg [5:0]ram1_addr;
reg [127:0]ram1_wdata;
reg ram2_CEN;
reg ram2_WEN;
reg [127:0]ram2_bwen;
reg [5:0]ram2_addr;
reg [127:0]ram2_wdata;
reg ram3_CEN;
reg ram3_WEN;
reg [127:0]ram3_bwen;
reg [5:0]ram3_addr;
reg [127:0]ram3_wdata;
reg ram4_CEN;
reg ram4_WEN;
reg [127:0]ram4_bwen;
reg [5:0]ram4_addr;
reg [127:0]ram4_wdata;
reg Data_OK;
reg ADDR_OK;
reg hit_way0;
reg hit_way1;
reg HIT_way0;
reg HIT_way1;
wire [127:0]read_ramdata;
always @(posedge clock)begin
    if(reset)begin
        state <= IDLE;
        RB_index <= 7'd0;
        RB_tag <= 21'd0;
        RB_offset <= 1'b0;
        HIT_index <= 1'b0;
        HIT_offset <= 1'b0;
        ADDR_OK <= 1'b0;
        hit_way0 <= 1'b0;
        hit_way1 <= 1'b0;
        HIT_way0 <= 1'b0;
        HIT_way1 <= 1'b0;
        unshoot <= 1'b0;
        Data_OK <= 1'b0;
        ram1_CEN <= 1'b1;
        ram1_WEN <= 1'b1;
        ram1_bwen <= 128'hffffffffffffffffffffffffffffffff;
        ram1_addr <= 6'b0;
        ram1_wdata <= 128'b0;
        ram2_CEN <= 1'b1;
        ram2_WEN <= 1'b1;
        ram2_bwen <= 128'hffffffffffffffffffffffffffffffff;
        ram2_addr <= 6'b0;
        ram2_wdata <= 128'b0;
        ram3_CEN <= 1'b1;
        ram3_WEN <= 1'b1;
        ram3_bwen <= 128'hffffffffffffffffffffffffffffffff;
        ram3_addr <= 6'b0;
        ram3_wdata <= 128'b0;
        ram4_CEN <= 1'b1;
        ram4_WEN <= 1'b1;
        ram4_bwen <= 128'hffffffffffffffffffffffffffffffff;
        ram4_addr <= 6'b0;
        ram4_wdata <= 128'b0;
        rd_req <= 1'b0;
        rd_addr <= 32'b0;
        Bus_retdata <= 128'b0;
    end
    else begin
    case(state)
        IDLE: 
            begin 
                ram1_WEN <= 1'b1;
                ram1_bwen <= 128'hffffffffffffffffffffffffffffffff;
                ram1_addr <= 6'b0;
                ram1_wdata <= 128'b0;
                ram2_WEN <= 1'b1;
                ram2_bwen <= 128'hffffffffffffffffffffffffffffffff;
                ram2_addr <= 6'b0;
                ram2_wdata <= 128'b0;
                ram3_WEN <= 1'b1;
                ram3_bwen <= 128'hffffffffffffffffffffffffffffffff;
                ram3_addr <= 6'b0;
                ram3_wdata <= 128'b0;
                ram4_WEN <= 1'b1;
                ram4_bwen <= 128'hffffffffffffffffffffffffffffffff;
                ram4_addr <= 6'b0;
                ram4_wdata <= 128'b0;
                Data_OK <= 1'b0;
                if(valid & !op ) begin
                    RB_index <= index;  
                    RB_tag <= tag;
                    RB_offset <= offset[3];
                    ADDR_OK <= 1'b1;
                    if( Way0_TagV[index] == {1'b1,tag} ) begin  
                        state <= LOOKUP;
                        ram1_CEN <= ~index[6] ? 1'b0 : 1'b1;
                        ram2_CEN <= index[6] ? 1'b0 : 1'b1;
                        ram1_addr <= index[5:0];
                        ram2_addr <= index[5:0];
                        hit_way0 <= 1'b1;
                        hit_way1 <= 1'b0;
                        ram3_CEN <= 1'b1;
                        ram4_CEN <= 1'b1;
                    end
                    else if( Way1_TagV[index] == {1'b1,tag} ) begin  
                        state <= LOOKUP;
                        ram3_CEN <= ~index[6] ? 1'b0 : 1'b1;
                        ram4_CEN <= index[6] ? 1'b0 : 1'b1;
                        ram3_addr <= index[5:0];
                        ram4_addr <= index[5:0];
                        hit_way1 <= 1'b1;
                        hit_way0 <= 1'b0;
                        ram1_CEN <= 1'b1;
                        ram2_CEN <= 1'b1;
                    end
                    else begin                       
                        if(rd_rdy)begin              
                            rd_req <= 1'b1;
                            rd_addr <= {tag,index,4'b0};
                        end
                        state <= MISS;
                        unshoot <= 1'b1;
                        hit_way0 <= 1'b0;
                        hit_way1 <= 1'b0;
                        ram1_CEN <= 1'b1;
                        ram2_CEN <= 1'b1;
                        ram3_CEN <= 1'b1;
                        ram4_CEN <= 1'b1;
                    end
                end
                else begin
                    state <= IDLE;
                    ADDR_OK <= 1'b0;
                    hit_way1 <= 1'b0;
                    hit_way0 <= 1'b0;
                    ram1_CEN <= 1'b1;
                    ram2_CEN <= 1'b1;
                    ram3_CEN <= 1'b1;
                    ram4_CEN <= 1'b1;
                end
            end
        LOOKUP:                       
            begin
                if( hit_way0 || hit_way1) begin
                    HIT_index <= RB_index[6];  
                    HIT_offset <= RB_offset;
                    HIT_way0 <= hit_way0;
                    HIT_way1 <= hit_way1;
                    Data_OK <= 1'b1;
                    ram1_CEN <= 1'b1;
                    ram2_CEN <= 1'b1;
                    ram3_CEN <= 1'b1;
                    ram4_CEN <= 1'b1;
                end
                else 
                    Data_OK <= 1'b0;
                if( !valid ) begin              
                    state <= IDLE;
                    hit_way0 <= 1'b0;
                    hit_way1 <= 1'b0;
                    ADDR_OK <= 1'b0;
                end
                else if( valid & !op) begin    
                    RB_index <= index;  
                    RB_tag <= tag;
                    RB_offset <= offset[3];
                    ADDR_OK <= 1'b1;
                    if( Way0_TagV[index] == {1'b1,tag} ) begin  
                        state <= LOOKUP;
                        ram1_CEN <= ~index[6] ? 1'b0 : 1'b1;
                        ram2_CEN <= index[6] ? 1'b0 : 1'b1;
                        ram1_addr <= index[5:0];
                        ram2_addr <= index[5:0];
                        hit_way0 <= 1'b1;
                        hit_way1 <= 1'b0;
                    end
                    else if( Way1_TagV[index] == {1'b1,tag} ) begin  
                        state <= LOOKUP;
                        ram3_CEN <= ~index[6] ? 1'b0 : 1'b1;
                        ram4_CEN <= index[6] ? 1'b0 : 1'b1;
                        ram3_addr <= index[5:0];
                        ram4_addr <= index[5:0];
                        hit_way1 <= 1'b1;
                        hit_way0 <= 1'b0;
                    end
                    else begin                       
                        if(rd_rdy)begin              
                            rd_req <= 1'b1;
                            rd_addr <= {tag,index,4'b0};
                        end
                        state <= MISS;
                        unshoot <= 1'b1;
                        hit_way0 <= 1'b0;
                        hit_way1 <= 1'b0;
                    end
                end
            end
        MISS:
            begin
                rd_req <= 1'b0;
                rd_addr <= 32'b0;
                ADDR_OK <= 1'b0;
                Data_OK <= 1'b0;
                HIT_way0 <= hit_way0;
                HIT_way1 <= hit_way1;
                if( ret_valid && !ret_last ) begin  
                    state <= MISS;
                    Bus_retdata[63:0] <= ret_data;
                end
                else if( ret_valid && ret_last )begin         
                    state <= REPLACE;
                    Bus_retdata[127:64] <= ret_data;
                    Data_OK <= 1'b1;
                end
                else begin
                    state <= MISS;
                end
            end
        REPLACE:
            begin
                state <= IDLE;
                unshoot <= 1'b0;
                Data_OK <= 1'b0;
                if( RB_index[6] && ~Way0_TagV[ RB_index ][21] )begin
                    ram2_CEN <= 1'b0;
                    ram2_WEN <= 1'b0;
                    ram2_bwen <= 128'b0;
                    ram2_addr <= RB_index[5:0];
                    ram2_wdata <= Bus_retdata;
                    Way0_TagV[RB_index] <= {1'b1,RB_tag};
                end
                else if( !RB_index[6] && ~Way0_TagV[ RB_index ][21])begin
                    ram1_CEN <= 1'b0;
                    ram1_WEN <= 1'b0;
                    ram1_bwen <= 128'b0;
                    ram1_addr <= RB_index[5:0];
                    ram1_wdata <= Bus_retdata;
                    Way0_TagV[RB_index] <= {1'b1,RB_tag};
                end
                else if( RB_index[6] && ~Way1_TagV[ RB_index ][21])begin
                    ram4_CEN <= 1'b0;
                    ram4_WEN <= 1'b0;
                    ram4_bwen <= 128'b0;
                    ram4_addr <= RB_index[5:0];
                    ram4_wdata <= Bus_retdata;
                    Way1_TagV[RB_index] <= {1'b1,RB_tag};
                end
                else if( !RB_index[6] && ~Way1_TagV[ RB_index ][21])begin     
                    ram3_CEN <= 1'b0;
                    ram3_WEN <= 1'b0;
                    ram3_bwen <= 128'b0;
                    ram3_addr <= RB_index[5:0];
                    ram3_wdata <= Bus_retdata;
                    Way1_TagV[RB_index] <= {1'b1,RB_tag};
                end
                else if( Way0_TagV[ RB_index ][21] && Way1_TagV[ RB_index ][21] )begin   
                    if( RB_index[6]  )begin
                        ram2_CEN <= 1'b0;
                        ram2_WEN <= 1'b0;
                        ram2_bwen <= 128'b0;
                        ram2_addr <= RB_index[5:0];
                        ram2_wdata <= Bus_retdata;
                        Way0_TagV[RB_index] <= {1'b1,RB_tag};
                    end
                    else if( !RB_index[6] )begin
                        ram1_CEN <= 1'b0;
                        ram1_WEN <= 1'b0;
                        ram1_bwen <= 128'b0;
                        ram1_addr <= RB_index[5:0];
                        ram1_wdata <= Bus_retdata;
                        Way0_TagV[RB_index] <= {1'b1,RB_tag};
                    end
                end
            end
        default:
            state <= IDLE;
    endcase 
    end
end
assign read_ramdata = Data_OK ? ( HIT_way0 ? ( HIT_index ? sram1_rdata : sram0_rdata ) : ( HIT_way1 ? ( HIT_index ? sram3_rdata : sram2_rdata) : 128'b0 ) ) : 128'b0;
assign rdata = Data_OK ? ( ( state == REPLACE ) ? (  RB_offset ?  Bus_retdata[127:64] : Bus_retdata[63:0] ) : ( HIT_offset ?  read_ramdata[127:64] : read_ramdata[63:0] ) ) : 64'b0;
assign data_ok = Data_OK;
assign addr_ok = ADDR_OK;
assign sram0_addr = ram1_addr;
assign sram0_cen = ram1_CEN;
assign sram0_wen = ram1_WEN;
assign sram0_wmask = ram1_bwen;
assign sram0_wdata = ram1_wdata;
assign sram1_addr = ram2_addr;
assign sram1_cen = ram2_CEN;
assign sram1_wen = ram2_WEN;
assign sram1_wmask = ram2_bwen;
assign sram1_wdata = ram2_wdata;
assign sram2_addr = ram3_addr;
assign sram2_cen = ram3_CEN;
assign sram2_wen = ram3_WEN;
assign sram2_wmask = ram3_bwen;
assign sram2_wdata = ram3_wdata;
assign sram3_addr = ram4_addr;
assign sram3_cen = ram4_CEN;
assign sram3_wen = ram4_WEN;
assign sram3_wmask = ram4_bwen;
assign sram3_wdata = ram4_wdata;
endmodule
```
`flow/config.mk`:
```
export PLATFORM = sky130hd
export DESIGN_NAME = ysyx_22050854_Icache
export DESIGN_NICKNAME = ysyx_22050854_Icache
export VERILOG_FILES = /design/flow/design.v
export SDC_FILE = /design/flow/constraint.sdc
export NUM_CORES = 4
export LEC_CHECK = 1
export CORE_UTILIZATION = 50
export SYNTH_MEMORY_MAX_BITS = 65536
```
==> flow_summary.toml <==
# flow metrics
[route]
dr_total_vias = 152000
drtIter0Drc = 13000
drtPass1Iterations = 5
post_drt_wl_per_cell_um = 42.1
vias_per_cell = 6.14
postRouteAntennaNets = 2
wl_um = 1050000
drc = 0

[clocking]
cts_resized = 0
path_clk_slew_ns = 0.05
postCtsSetupRepairBufs = 0
htreeDepth = 6
ctsHoldBuffers = 0
clk_path_buf_depth = 4
cts-root-buf = "clkbuf_16"
numCtsBuffers = 659
cts_tree = "yes"
cts.sinks = 6382
insertion_delay_ns = 1.13

[pwr]
pwr-share-clk_pct = 42.4
netSwitchingPower_mw = 3.18
vdd_drop_max_mv = 0.0508
pwr-share-comb_pct = 6.6
p_per_area_nw_per_um2 = 45.6
p_leak_nw = 106
seq_power_share_pct = 51.0
p_int_mw = 10.7
swShare_pct = 22.8

[yosys]
ys_sh_simple_pct = 4.26
synth_area_sq_um = 256000
synth_flops = 6382
ys_sh_adder_pct = 0
async_flop_share_pct = 0
top_cells_by_area = "edfxtp_1 66%, mux4_2 11%, dfxtp_1 5.9%"
synth-xor-area-share_pct = 0.185
yosys.area.top_type = "edfxtp_1"
yosysTopAreaCellShare_pct = 66.0
ys_types = 96
yosysWarnings = 1
post_synth.cell_area_avg_sq_um = 17.4
ys_cells = 14700
logic_family = "multiplexers"
seq_area_frac_synth_pct = 71.9
ys_sh_mux_pct = 15.2
synth_chip_area_sq_um = 256000
synth_top_flop_cell = "edfxtp_1"
compound_area_share_pct = 4.84
synthCells = 14700
synth-edff-count = 5632

[global_route]
grt_pass1_wl_um = 1370000
antenna_found_initial = 282
grt_start_max_net_pins = 129
grt_pass1_vias = 152000
grtUsageTotal_pct = 45.4
gr-total-overflow = 0

[layout]
layout-drive-gt1-share_pct = 20.6
fin_cells = 24800
areaGrowthSynthToFinish_pct = 19.2
fin_util_pct = 59.9

[placed_design]
io_buffers = 1763
routabilityCongestion = 1.05
dpl_worst_slack_ns = 21.85
dp_hpwl_um = 722000
placed_cells = 22900

[hold_path]
hp-start = "ram1_wdata[27]"
hp-class = "reg -> reg"
min_to = "ram1_wdata[27]"
hold_depth = 2

[worst_setup_path]
worst-setup-path-type = "in -> out"
required_ns = 32.72
r2r_end = "ram4_wdata[124]"
crit_fanout = 1
startpoint_type = "input port"
r2r_cells = 16
startpoint = "sram3_rdata[78]"
critPathArrivalTime_ns = 10.96
reg2reg_slack_ns = 32.63
critPathCaptureType = "output port"

[sta]
holdWs_ns = 0.452
setup_tns_ns = 0
worst_slack_ns = 21.76
relSlewSlack_pct = 16.3
timing.fmax_ghz = 0.0522
drv_slew = 0
hold_violations = 0
skew_ns = 0.0589
rsz0062_at_grt = "false"
setup_viol = 0
period_used_pct = 46.8
worst_pin_slew_ns = 1.24
period_needed_ns = 19.14

[floorplan]
die_x_um = 718
ios = 1771
dieArea_sq_um = 515000
row_count = 262
core_sq_um = 510000
die_y_um = 718
fp-utilization_pct = 50.3

[outcome]
status = "complete, but fails checks"
violations = "antenna violations"

[flow_run]
drv_cap = 0
warnings = 50
==> layout make-up <==
cell class | count | area [sq um]
diodes | 756 | 1890
repair buffers | 2716 | 25000
fillers | 36900 | 204000
clock buffers | 848 | 17700
clock inverters | 352 | 3260
inverters | 29 | 125
well taps | 6732 | 8420
multi-input cells | 7019 | 64600
flip-flops and latches | 6382 | 184000
==> flip-flops by register name, summed over array words and instances, names as in the netlist, 4 cells and up, named ones only <==
register and flops:
rd_addr 28, ram2_addr 6, ram4_addr 6, state 4
ram3_addr 6, ram2_wdata 128, RB_tag 21, ram4_wdata 128
RB_index 7, ram1_addr 6, ram1_wdata 128, Way1_TagV 2816
Way0_TagV 2816, Bus_retdata 128, ram3_wdata 128
==> logic make-up (layout without fill, tap and decap cells) <==
| kind of cell | after synthesis | after routing |
|---|---|---|
| compound gates | 1878 | 1878 |
| xor+xnor | 54 | 54 |
| buf+inv | 1542 | 3945 |
| flops | 6382 | 6382 |
| mux | 2317 | 2317 |
| other cells | 2 | 1016 |
| simple gates | 2510 | 2510 |
==> power by group through the flow <==
stage / Clock (mW) / Combinational [mW] / Sequential (mW)
4_1_cts: 5.96 / 0.887 / 7.10
5_1_grt: 6.20 / 0.943 / 7.09
6_report: 5.91 / 0.921 / 7.10
==> per-stage QoR <==
step / power [mW] / area (sq um)
after detailed placement: 8.12 / 282000
after global routing: 14.2 / 304000
after CTS: 13.9 / 303000
after floorplan: 7.68 / 257000
after global placement: 8.11 / 282000
final: 13.9 / 305000
==> cells in the mapped netlist, drive strengths merged, types with 48 or more instances <==
| master | instances |
|---|---|
| dfxtp | 750 |
| buf | 962 |
| a21oi | 719 |
| a22oi | 521 |
| mux4 | 1251 |
| clkbuf | 551 |
| mux2 | 58 |
| o21ai | 85 |
| edfxtp | 5632 |
| a22o | 48 |
| nor2 | 727 |
| nand3 | 398 |
| a221oi | 81 |
| nor3 | 48 |
| and3 | 83 |
| mux2i | 1008 |
| nand2 | 1044 |
| a221o | 67 |
| o22ai | 145 |
==> worst max-delay path, stage by stage <==
cell and delay [ns]:
clkdlybuf4s50_1 0.85, mux4_2 0.88, a221o_1 0.39, and3_1 0.17
clkdlybuf4s50_1 0.46
==> per-layer routing <==
layer / wire length [um] / global-route usage (%) / share of wire [%]
met1: 300000 / 53.1 / 29
met2: 427000 / 54.7 / 41
met3: 239000 / 42.8 / 23
met4: 68600 / 23.1 / 6.6
met5: 10600 / 19.9 / 1.0
==> layout by cell type (no fill, tap or decap), drive strengths merged, types with 48 or more instances in the layout <==
cell	instances
a22o	48
o21ai	85
nor3	48
o22ai	145
mux4	1251
diode	756
nand2	1044
nor2	727
clkbuf	849
mux2	58
bufinv	49
buf	965
and3	83
edfxtp	5632
mux2i	1008
inv	56
clkdlybuf4s50	1750
dfxtp	750
a221o	67
a22oi	521
a21oi	719
nand3	398
conb	260
clkinv	257
a221oi	81
==> worst max path at each step <==
stage	end	slack [ns]	cells past startpoint
after CTS	rdata[14]	21.85	5
after global routing	rdata[14]	21.77	5
final	rdata[14]	21.76	5
No activity file was given, so power comes from the tool's default toggle rates.
